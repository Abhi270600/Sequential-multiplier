==> flow/config.mk <==
export PLATFORM = sky130hd
export DESIGN_NAME = seq_mul
export DESIGN_NICKNAME = seq_mul
export VERILOG_FILES = /design/flow/design.v
export SDC_FILE = /design/flow/constraint.sdc
export NUM_CORES = 4
export LEC_CHECK = 1
export CORE_AREA = 10 10 110 110
export DIE_AREA = 0 0 120 120
==> flow/design.v <==
module invert (input wire i, output wire o);
   assign o = !i;
endmodule
module and2 (input wire i0, i1, output wire o);
  assign o = i0 & i1;
endmodule
module or2 (input wire i0, i1, output wire o);
  assign o = i0 | i1;
endmodule
module xor2 (input wire i0, i1, output wire o);
  assign o = i0 ^ i1;
endmodule
module nand2 (input wire i0, i1, output wire o);
   wire t;
   and2 and2_0 (i0, i1, t);
   invert invert_0 (t, o);
endmodule
module nor2 (input wire i0, i1, output wire o);
   wire t;
   or2 or2_0 (i0, i1, t);
   invert invert_0 (t, o);
endmodule
module xnor2 (input wire i0, i1, output wire o);
   wire t;
   xor2 xor2_0 (i0, i1, t);
   invert invert_0 (t, o);
endmodule
module and3 (input wire i0, i1, i2, output wire o);
   wire t;
   and2 and2_0 (i0, i1, t);
   and2 and2_1 (i2, t, o);
endmodule
module or3 (input wire i0, i1, i2, output wire o);
   wire t;
   or2 or2_0 (i0, i1, t);
   or2 or2_1 (i2, t, o);
endmodule
module nor3 (input wire i0, i1, i2, output wire o);
   wire t;
   or2 or2_0 (i0, i1, t);
   nor2 nor2_0 (i2, t, o);
endmodule
module nand3 (input wire i0, i1, i2, output wire o);
   wire t;
   and2 and2_0 (i0, i1, t);
   nand2 nand2_1 (i2, t, o);
endmodule
module xor3 (input wire i0, i1, i2, output wire o);
   wire t;
   xor2 xor2_0 (i0, i1, t);
   xor2 xor2_1 (i2, t, o);
endmodule
module xnor3 (input wire i0, i1, i2, output wire o);
   wire t;
   xor2 xor2_0 (i0, i1, t);
   xnor2 xnor2_0 (i2, t, o);
endmodule
module mux2 (input wire i0, i1, j, output wire o);
  assign o = (j==0)?i0:i1;
endmodule
module mux4 (input wire [0:3] i, input wire j1, j0, output wire o);
  wire  t0, t1;
  mux2 mux2_0 (i[0], i[1], j1, t0);
  mux2 mux2_1 (i[2], i[3], j1, t1);
  mux2 mux2_2 (t0, t1, j0, o);
endmodule
module mux8 (input wire [0:7] i, input wire j2, j1, j0, output wire o);
  wire  t0, t1;
  mux4 mux4_0 (i[0:3], j2, j1, t0);
  mux4 mux4_1 (i[4:7], j2, j1, t1);
  mux2 mux2_0 (t0, t1, j0, o);
endmodule
module demux2 (input wire i, j, output wire o0, o1);
  assign o0 = (j==0)?i:1'b0;
  assign o1 = (j==1)?i:1'b0;
endmodule
module demux4 (input wire i, j1, j0, output wire [0:3] o);
  wire  t0, t1;
  demux2 demux2_0 (i, j1, t0, t1);
  demux2 demux2_1 (t0, j0, o[0], o[1]);
  demux2 demux2_2 (t1, j0, o[2], o[3]);
endmodule
module demux8 (input wire i, j2, j1, j0, output wire [0:7] o);
  wire  t0, t1;
  demux2 demux2_0 (i, j2, t0, t1);
  demux4 demux4_0 (t0, j1, j0, o[0:3]);
  demux4 demux4_1 (t1, j1, j0, o[4:7]);
endmodule
module df (input wire clk, in, output wire out);
  reg df_out;
  always@(posedge clk) df_out <= in;
  assign out = df_out;
endmodule
module dfr (input wire clk, reset, in, output wire out);
  wire reset_, df_in;
  invert invert_0 (reset, reset_);
  and2 and2_0 (in, reset_, df_in);
  df df_0 (clk, df_in, out);
endmodule
module dfrl (input wire clk, reset, load, in, output wire out);
  wire _in;
  mux2 mux2_0(out, in, load, _in);
  dfr dfr_1(clk, reset, _in, out);
endmodule
module reg_file(input wire clk,reset,write,cout,input wire [15:0]b,input wire[31:0] sum,output wire [31:0] prod);
    wire [31:0] r0;
    read re1(clk,write,r0,b,prod);
    write w1(clk,reset,write,cout,sum,r0);
endmodule
module seq_mul (input wire clk,write,reset, input wire [15:0] mul,b,output wire [31:0] prod);
    wire [31:0]sum;
    wire carry;
    alu_slice a1(prod,mul,sum,carry);
    reg_file rf1(clk,reset,write,carry,b,sum,prod);
endmodule
module read (input wire clk,write, input wire [31:0] x,input wire [15:0] b, output wire [31:0] y);
    wire zero = 1'b0;
    mux2 m1(x[0],b[0],write,y[0]);
    mux2 m2(x[1],b[1],write,y[1]);
    mux2 m3(x[2],b[2],write,y[2]);
    mux2 m4(x[3],b[3],write,y[3]);
    mux2 m5(x[4],b[4],write,y[4]);
    mux2 m6(x[5],b[5],write,y[5]);
    mux2 m7(x[6],b[6],write,y[6]);
    mux2 m8(x[7],b[7],write,y[7]);
    mux2 m9(x[8],b[8],write,y[8]);
    mux2 m10(x[9],b[9],write,y[9]);
    mux2 m11(x[10],b[10],write,y[10]);
    mux2 m12(x[11],b[11],write,y[11]);
    mux2 m13(x[12],b[12],write,y[12]);
    mux2 m14(x[13],b[13],write,y[13]);
    mux2 m15(x[14],b[14],write,y[14]);
    mux2 m16(x[15],b[15],write,y[15]);
    mux2 m17(x[16],zero,write,y[16]);
    mux2 m18(x[17],zero,write,y[17]);
    mux2 m19(x[18],zero,write,y[18]);
    mux2 m20(x[19],zero,write,y[19]);
    mux2 m21(x[20],zero,write,y[20]);
    mux2 m22(x[21],zero,write,y[21]);
    mux2 m23(x[22],zero,write,y[22]);
    mux2 m24(x[23],zero,write,y[23]);
    mux2 m25(x[24],zero,write,y[24]);
    mux2 m26(x[25],zero,write,y[25]);
    mux2 m27(x[26],zero,write,y[26]);
    mux2 m28(x[27],zero,write,y[27]);
    mux2 m29(x[28],zero,write,y[28]);
    mux2 m30(x[29],zero,write,y[29]);
    mux2 m31(x[30],zero,write,y[30]);
    mux2 m32(x[31],zero,write,y[31]);
endmodule
module write(input wire clk,reset,write,cout, input wire [31:0] sum,output [31:0] out);
    wire load = 1'b1;
    dfrl p0(clk,reset,load,sum[1],out[0]);
    dfrl p1(clk,reset,load,sum[2],out[1]);
    dfrl p2(clk,reset,load,sum[3],out[2]);
    dfrl p3(clk,reset,load,sum[4],out[3]);
    dfrl p4(clk,reset,load,sum[5],out[4]);
    dfrl p5(clk,reset,load,sum[6],out[5]);
    dfrl p6(clk,reset,load,sum[7],out[6]);
    dfrl p7(clk,reset,load,sum[8],out[7]);
    dfrl p8(clk,reset,load,sum[9],out[8]);
    dfrl p9(clk,reset,load,sum[10],out[9]);
    dfrl p10(clk,reset,load,sum[11],out[10]);
    dfrl p11(clk,reset,load,sum[12],out[11]);
    dfrl p12(clk,reset,load,sum[13],out[12]);
    dfrl p13(clk,reset,load,sum[14],out[13]);
    dfrl p14(clk,reset,load,sum[15],out[14]);
    dfrl p15(clk,reset,load,sum[16],out[15]);
    dfrl p16(clk,reset,load,sum[17],out[16]);
    dfrl p17(clk,reset,load,sum[18],out[17]);
    dfrl p18(clk,reset,load,sum[19],out[18]);
    dfrl p19(clk,reset,load,sum[20],out[19]);
    dfrl p20(clk,reset,load,sum[21],out[20]);
    dfrl p21(clk,reset,load,sum[22],out[21]);
    dfrl p22(clk,reset,load,sum[23],out[22]);
    dfrl p23(clk,reset,load,sum[24],out[23]);
    dfrl p24(clk,reset,load,sum[25],out[24]);
    dfrl p25(clk,reset,load,sum[26],out[25]);
    dfrl p26(clk,reset,load,sum[27],out[26]);
    dfrl p27(clk,reset,load,sum[28],out[27]);
    dfrl p28(clk,reset,load,sum[29],out[28]);
    dfrl p29(clk,reset,load,sum[30],out[29]);
    dfrl p30(clk,reset,load,sum[31],out[30]);
    dfrl p31(clk,reset,load,cout,out[31]);
endmodule
module alu_slice(input wire[31:0] a,input wire[15:0] b1,output wire [31:0] out,output wire carry);
    wire test = a[0];
    assign out[0] = a[0];
    assign out[1] = a[1];
    assign out[2] = a[2];
    assign out[3] = a[3];
    assign out[4] = a[4];
    assign out[5] = a[5];
    assign out[6] = a[6];
    assign out[7] = a[7];
    assign out[8] = a[8];
    assign out[9] = a[9];
    assign out[10] = a[10];
    assign out[11] = a[11];
    assign out[12] = a[12];
    assign out[13] = a[13];
    assign out[14] = a[14];
    assign out[15] = a[15];
    wire [15:0]b;
    and2 s1(test,b1[0],b[0]);
    and2 s2(test,b1[1],b[1]);
    and2 s3(test,b1[2],b[2]);
    and2 s4(test,b1[3],b[3]);
    and2 s5(test,b1[4],b[4]);
    and2 s6(test,b1[5],b[5]);
    and2 s7(test,b1[6],b[6]);
    and2 s8(test,b1[7],b[7]);
    and2 s9(test,b1[8],b[8]);
    and2 s10(test,b1[9],b[9]);
    and2 s11(test,b1[10],b[10]);
    and2 s12(test,b1[11],b[11]);
    and2 s13(test,b1[12],b[12]);
    and2 s14(test,b1[13],b[13]);
    and2 s15(test,b1[14],b[14]);
    and2 s16(test,b1[15],b[15]);
    wire [14:0] c; 
    fa f1(a[16],b[0],1'b0,out[16],c[0]);
    fa f2(a[17],b[1],c[0],out[17],c[1]);
    fa f3(a[18],b[2],c[1],out[18],c[2]);
    fa f4(a[19],b[3],c[2],out[19],c[3]);
    fa f5(a[20],b[4],c[3],out[20],c[4]);
    fa f6(a[21],b[5],c[4],out[21],c[5]);
    fa f7(a[22],b[6],c[5],out[22],c[6]);
    fa f8(a[23],b[7],c[6],out[23],c[7]);
    fa f9(a[24],b[8],c[7],out[24],c[8]);
    fa f10(a[25],b[9],c[8],out[25],c[9]);
    fa f11(a[26],b[10],c[9],out[26],c[10]);
    fa f12(a[27],b[11],c[10],out[27],c[11]);
    fa f13(a[28],b[12],c[11],out[28],c[12]);
    fa f14(a[29],b[13],c[12],out[29],c[13]);
    fa f15(a[30],b[14],c[13],out[30],c[14]);
    fa f16(a[31],b[15],c[14],out[31],carry);
endmodule
module fa (input wire i0, i1, cin, output wire sum, cout);
   wire t0, t1, t2;
   xor3 _i0 (i0, i1, cin, sum);
   and2 _i1 (i0, i1, t0);
   and2 _i2 (i1, cin, t1);
   and2 _i3 (cin, i0, t2);
   or3 _i4 (t0, t1, t2, cout);
endmodule
==> flow/run.sh <==
#!/bin/bash
# OpenROAD 26Q1-2900-gdf79404cd8, Yosys 0.63+post, stock flow scripts
make -C /OpenROAD-flow-scripts/flow DESIGN_CONFIG=/design/flow/config.mk WORK_HOME=/design/flow/orfs finish
==> flow/constraint.sdc <==
current_design seq_mul

set clk_period 4.8
set clk_io_pct 0.2

create_clock -name clk0 -period $clk_period [get_ports {clk}]

set non_clock_inputs [all_inputs -no_clocks]
set_input_delay [expr $clk_period * $clk_io_pct] -clock clk0 $non_clock_inputs
set_output_delay [expr $clk_period * $clk_io_pct] -clock clk0 [all_outputs]
==> flow_summary.ini <==
; yosys + openroad results
[grt]
grt_max_degree = 33
grt_pass1_vias = 1276
grt_pass1_wl_um = 6740
grt-ovfl-total = 0
grtUsageTotal_pct = 5.85
antenna_found_initial = 0

[status]
outcome = complete, but fails checks
violations = setup timing

[clocking]
postCtsHoldBufs = 0
cts_sinks = 32
path_clk_slew_ps = 70
clock_path_buffers = 2
cts_root_buffer = clkbuf_8
htree_levels = 2
clkLatencyLatePin_ps = 280
cts_tree = done
cts_made_buffers = 5

[sta]
slew_violations = 0
fin_skew_ps = 3.45
tightestPinTransition_ps = 411
fin_tns_setup_ps = -6810
fin_ws_ps = -1650
finalHoldViolations = 0
fmax_mhz = 155
rsz0062_at_grt = true
setup_viol = 7
fin_crit_ps = 6450
relSlewSlack_pct = 72.6
min_period_over_period_pct = 134
holdWs_ps = 582

[setup_path]
path_class = in2reg
critPathLaunchType = input port
r2r_cells = 21
reg2reg_to = rf1.w1.p30.dfr_1.df_0.df_out$_DFF_P_
required_ps = 4950
cp_max_fo = 3
worstPathArrival_ps = 6600
critPathCaptureType = register
rrSetupSlack_ps = -1130
r2r-start = rf1.w1.p0.dfr_1.df_0.df_out$_DFF_P_

[synthesis]
synth_area_leader_cell = dfxtp_1
syn_area_um2 = 1860
synth_seq_share_pct = 34.5
synthCells = 181
yosysCellCount = 181
netlist.area_leader.share_pct = 34.5
topCellsByArea = dfxtp_1 (34%), fa_1 (16%), buf_4 (14%)
numSynthFlops = 32
synth-warning-count = 1
yosys_area_um2 = 1860
synth.distinct_cells = 16
syn_avg_cell_area_um2 = 10.3

[detailed_routing]
antenna_left = 0
via_per_inst = 3.37
avgRoutedWirePerCell_um = 11.8
dr.pass1.iters = 4
drc = 0
drt_iter0_drc = 21
drt-total-wl_um = 4280
diodes = 0
via_count = 1226

[min_path]
min_delay_path_depth = 2
min-delay-start = rf1.w1.p1.dfr_1.df_0.df_out$_DFF_P_
holdPathEnd = rf1.w1.p0.dfr_1.df_0.df_out$_DFF_P_
hold_class = reg2reg

[run]
maxCapViolCount = 0
log.warning_count = 28

[floorplan]
die_y_um = 120
die_area_um2 = 14400
fp_util_pct = 19.0
rows = 36
coreArea_um2 = 9770
ios = 67
die_w_um = 120

[place]
placed_area_um2 = 2570
gp_congestion = 0.749
port_buffers = 66
dp_worst_setup_slack_ps = -2370
dp_hpwl_um = 3520

[pwr]
power_mw = 0.628
power_density_nw_per_um2 = 235
peakVddDrop_mv = 0.0846
leakagePower_nw = 1.08

[cells_and_area]
fin_area_um2 = 2670
layout-drive-gt1-share_pct = 27.3
area_growth_pct = 43.8
## critical path: stages
cell     delay, ps
buf_8          100
mux2_4         190
and2_4         140
ha_4           120
fa_2           180
inv_2           40
fa_2           330
fa_2           340
fa_2           340
fa_2           340
fa_2           340
fa_2           340
fa_2           340
fa_2           340
fa_2           340
fa_2           350
fa_2           340
fa_2           340
inv_2           60
fa_2           180
fa_1           390
nor2b_1        130
## stage by stage
step	util [%]	instances
floorplan	-	181
detailed placement	26.3	355
CTS	27.3	364
finish	27.3	364
global route	27.3	364
global placement	26.3	355
## worst max-delay path by stage
stage	startpoint	to	slack (ps)	depth (start not counted)
6_report	write	rf1.w1.p30.dfr_1.df_0.df_out$_DFF_P_	-1650	22
4_1_cts	write	rf1.w1.p30.dfr_1.df_0.df_out$_DFF_P_	-1650	22
5_1_grt	write	rf1.w1.p30.dfr_1.df_0.df_out$_DFF_P_	-1800	22
## synth_stat cells
cell      number
buf_2          1
buf_6          1
mux2_2         9
dfxtp_1       32
buf_4         34
inv_1         14
nor2_1        12
ha_1           1
mux2_4         7
nor2b_4        3
nand2b_1      12
nand2_1       12
nor2b_1       21
and2_1         4
clkbuf_1       3
fa_1          15
## final cells by class
| cell class | count | area (um2) |
|---|---|---|
| sequential | 32 | 641 |
| inverter | 14 | 52.6 |
| timing repair buffer | 81 | 774 |
| tap | 133 | 166 |
| clock buffer | 8 | 90.1 |
| multi-input combinational | 96 | 948 |
| fill | 1022 | 7100 |
## what timing repair did
action                     4_1_cts  5_1_grt
gates resized                   14        0
setup buffers                    1        0
cloned                           0        0
setup endpoints to repair        8        7
pin swaps                        1        0
## power by group
group	switching [mW]	total (mW)	leakage (nW)	internal, mW
Sequential	0.00357	0.285	0.263	0.281
Combinational	0.0435	0.131	0.771	0.0878
Clock	0.0950	0.212	0.0455	0.117
Total	0.142	0.628	1.08	0.486
## cells in the final DEF, fill, tap and decap left out, drive strengths merged, types with 12 or more instances in the layout
master          n
nand2          12
mux2           16
inv            14
nor2           12
buf            17
nand2b         12
fa             15
dfxtp          32
clkdlybuf4s50  62
nor2b          24
## routing by layer
metal	share of wire, %	global-route usage [%]	vias up
li1	-	-	606
met1	42	7.30	581
met2	52	9.94	35
met3	5.1	1.76	4
met4	1.3	0.980	0
met5	0	0	-
## cells by family after synthesis
| kind of cell | synth area share, % |
|---|---|
| muxes | 11.1 |
| buffers and inverters | 18.0 |
| adders and majority gates | 16.8 |
| and+or+nand+nor | 19.5 |
| DFF | 34.5 |
Power is estimated from default activity; no workload was simulated.
